## ./run.sh

```bash
#!/bin/bash
# OpenROAD 26Q1-2900-gdf79404cd8, Yosys 0.63+post, stock flow scripts
make -C /OpenROAD-flow-scripts/flow DESIGN_CONFIG=/design/flow/config.mk WORK_HOME=/design/flow/orfs finish
```

## ./config.mk

```make
export PLATFORM = sky130hd
export DESIGN_NAME = instruction_memory
export DESIGN_NICKNAME = instruction_memory
export VERILOG_FILES = /design/flow/design.v
export SDC_FILE = /design/flow/constraint.sdc
export NUM_CORES = 4
export LEC_CHECK = 1
export CORE_UTILIZATION = 40
```

## ./constraint.sdc

```tcl
current_design instruction_memory

set clk_period 10.5
set clk_io_pct 0.2

create_clock -name clk0 -period $clk_period [get_ports {clk}]

set non_clock_inputs [all_inputs -no_clocks]
set_input_delay [expr $clk_period * $clk_io_pct] -clock clk0 $non_clock_inputs
set_output_delay [expr $clk_period * $clk_io_pct] -clock clk0 [all_outputs]
```

## ./design.v

```verilog
module instruction_memory(input [7:0]ip,
                          input clk,
                          input reset,
                          input [7:0] add,
                          input rw,
                          output reg [7:0]op);
  reg [7:0]mem[255:0];
  always @(posedge clk)begin
    if(reset & 1)begin
      mem[0]= 0;
      end
      else begin
        if(!rw)begin
          mem[add]=ip;
      	end
        else begin
          op=mem[add];
        end
      end
  end
endmodule
```

==> results.txt <==
status - finished with violations
failing checks - max-capacitance violations, max-slew violations
cycle use final - 70.53%
cts hold-fix bufs - 0
Area leader share - 75.45%
I/O Buffers - 26
Synth Flop Type - edfxtp_1
Num CTS Buffers - 215
vias in the first global route - 72,343
required time worst endpoint - 10,970 ps
Fillers - 16,968
arrival time at the worst endpoint - 7880 ps
die width - 453.4 µm
Post-CTS Resized - 0
Mean Syn Cell Area - 15.51 µm²
fin. max-slew vios - 39
htree depth - 4
Max stage delay on crit path - 1280 ps
clock tree root buffer cell - clkbuf_16
minimum clock period - 7406 ps
drt pass-1 iters - 13
Post-synth area hogs - edfxtp_1 75%, a22oi_1 5.6%, a32oi_1 2.0%
DRT antenna net count - 0
Max Clk Rate - 0.1350 GHz
cell taking the most area after synthesis - edfxtp_1
Gate Count Post-Synth - 5,255
DP Wirelength - 457,400 µm
CP endpoint kind - register
drt drc - 0
Pre-Place Util - 40.29%
Logic area - 19,930 µm²
Synth-to-Final Area Change - 21.56%
Mapped Area - 81,510 µm²
Cell Type Count - 84
first-pass GRT wire length - 833,900 µm
Setup crit start kind - input pin
leakage - 31.55 nW
Seq share, synth - 75.65%
die area - 205,600 µm²
Synthesized registers - 2,056
CTS tree - done
pwr dens - 194.2 nW/µm²
initial DRC count - 12,882
gpl congestion - 1.293
pin count of the biggest net entering global routing - 102
CTS sink count - 2,056
slowest CP cell - nor3_2
Post-synth ARST share - 0%
Vias - 78,201
yosys cell count - 5,255
CP most frequent cell - buf_4
total core area - 202,300 µm²
clk slew on worst S/H paths - 60 ps
drt via density - 8.773
unrepaired setup endpoints after global routing - false
crit path kind - in -> reg
grt total ovfl - 0
EDFF count, synth - 2,048
Finish-stage setup viols - 0
CP cell instances - buf_4, buf_4, and2_1, nand2_1, o22ai_1, or4_1, or4_1, o31a_1, buf_4, nand3_1, buf_4, nor3_2
Ys Warns - 2
clock buffer depth - 3
WHS - 633.0 ps
final wirelength - 671,400 µm
tool warnings - 31
Fin Setup TNS - 0 ps
max-cap violations - 8
All-Layer GR Usage - 70.99%
Hold WC Path Type - reg -> reg
Final Hold Vio Count - 0
final clock skew - 69.17 ps
initial antenna violation count - 121
Rows - 165
Vert. Die Dim - 453.4 µm
Latency at later pin - 930 ps
peak supply drop - 0.1825 mV
Slew HR - -23.33%
post-CTS setup buffers - 0
CP max FO - 45
storage element area - 61,660 µm²
share of layout cells above drive strength 1 - 23.99%
wire per inst - 75.32 µm
Worst-Margin Slew - 1843 ps
synthesis area per yosys - 81,510 µm²
most common cell in the synthesized netlist - edfxtp_1
Synth top cells by count - 2,048 x edfxtp_1, 608 x a22oi_1, 321 x nor2_1
Top Ports - 27
cell type report:
| cell class | instances | share of cell area [%] |
|---|---|---|
| Clock buffer | 254 | 5.642 |
| Inverter | 8 | 0.03031 |
| Sequential cell | 2056 | 62.23 |
| Antenna cell | 176 | 0.4445 |
| Clock inverter | 145 | 1.453 |
| Tap cell | 2672 | 3.374 |
| Multi-Input combinational cell | 2778 | 20.11 |
| Timing Repair Buffer | 825 | 6.717 |
flip-flops by register name (all words and copies together) (netlist names):
signal and count:
mem 2048, op 8
path summary, 6_finish.rpt:
path               start          end  slack (ps)  depth (start not counted)
max               add[2]  mem[106][6]        3090                         12
min            mem[0][0]    mem[0][0]         630                          2
max reg2reg  mem[229][7]        op[7]        5560                          7
min reg2reg    mem[0][0]    mem[0][0]         630                          2
logic make-up (layout without fill, tap and decap cells):
group	after synthesis	after routing	synth area share, %
buf+inv	421	1232	2.247
mux	10	10	0.1228
compound gates	1667	1667	15.12
simple gates	1093	1093	6.780
xor+xnor	8	8	0.08597
other cells	0	176	0
flops	2056	2056	75.65
report_power, final:
| group | internal (W) | leakage [nW] | switching [W] |
|---|---|---|---|
| Sequential | 0.00942 | 18.6 | 0.000196 |
| Clock | 0.00434 | 3.44 | 0.00351 |
| Combinational | 0.000286 | 9.53 | 0.00148 |
| Total | 0.0141 | 31.6 | 0.00519 |
worst max-delay path, delay by kind of cell:
| kind | cells | cell delay, ps |
|---|---|---|
| compound gates | 2 | 590 |
| buf+inv | 4 | 1780 |
| simple gates | 6 | 3300 |
cell usage in the layout (no fill, tap or decap), types with 17 or more instances in the layout:
master        n
edfxtp_1   2048
buf_4       775
a22oi_1     608
nor2_1      296
clkbuf_16   218
nand2_1     213
a32oi_1     189
diode_2     176
o22ai_1     165
a21oi_1     141
nand3_1     130
o21ai_0     114
nand4_1      69
a22o_1       63
clkinv_2     50
nor3_1       49
a2111oi_2    49
clkinv_1     49
nor4_1       47
nor3_2       45
a222oi_1     44
nor4_2       43
a211oi_2     41
a221oi_1     40
clkbuf_1     36
and3_1       25
nor2_2       24
a31oi_1      23
bufinv_16    22
or4_1        20
o211ai_1     17
per-stage QoR:
stage	power, W	instances	utilization, %	setup slack, ps	instance area, µm²
after floorplan	0.01006	5255	-	4298	81510
after global placement	0.01129	8323	45.06	2101	91170
after detailed placement	0.01128	8337	45.26	2737	91560
after CTS	0.01886	8736	48.73	3670	98590
after global routing	0.01930	8850	48.90	3399	98920
final	0.01924	8914	48.97	3094	99090
per-layer routing:
layer	wire (µm)	global-route usage (%)	vias up
met2	241200	79.27	12069
met4	88600	65.33	302
met3	148900	68.12	4504
li1	-	-	23561
met5	11720	58.30	-
met1	181000	68.13	37765
Power is estimated from default activity; no workload was simulated.
