$ cat ./config.mk
export PLATFORM = sky130hd
export DESIGN_NAME = ALU
export DESIGN_NICKNAME = ALU
export VERILOG_FILES = /design/flow/design.v
export SDC_FILE = /design/flow/constraint.sdc
export NUM_CORES = 4
export LEC_CHECK = 1
export CORE_AREA = 10 10 84 84
export DIE_AREA = 0 0 94 94
$ cat ./constraint.sdc
current_design ALU

set clk_period 5.4
set clk_io_pct 0.2

create_clock -name clk0 -period $clk_period

set non_clock_inputs [all_inputs -no_clocks]
set_input_delay [expr $clk_period * $clk_io_pct] -clock clk0 $non_clock_inputs
set_output_delay [expr $clk_period * $clk_io_pct] -clock clk0 [all_outputs]
$ cat ./design.v
module ALU(input [7:0] operand_1,
            input [7:0] operand_2,
            input [3:0] opcode, 
            output z_flag,
            output cy_flag,
            output sign_flag,
            output reg [7:0] alu_out);
  reg z_flag_w = 1'bz;
  reg cy_flag_w = 1'bz;
  reg sign_flag_w = 1'bz;
  reg [8:0] result;
  always @(operand_1 or operand_2 or opcode) begin
        case(opcode[3:1])
        3'b100 : begin 
          result[7:0] = operand_1 | operand_2;
                 if(result[7:0] == 8'b00000000)begin
                    z_flag_w = 1'b1;
                end
            end
        3'b101 :begin 
          result[7:0] = operand_1 ^ operand_2;
          if(result[7:0] == 8'b00000000)begin
                    z_flag_w = 1'b1;
                end
            end
          default : result[7:0] = operand_1;
    endcase
    case (opcode[2:0])
            3'b100 :begin
              result = (operand_1 + operand_2);
              cy_flag_w =result[8] ;
            end
            3'b101 :begin
              result[7:0]  = (operand_1 - operand_2);
                 if (operand_1 > operand_2)begin
                    sign_flag_w = 1'b0;
                    z_flag_w = 1'b0;
                    cy_flag_w = 1'b0;
                 end
                 else if(operand_1<operand_2)begin
                   result[7:0] = ~result[7:0];
                   result[7:0] = result[7:0]+1;
                    sign_flag_w = 1'b1;
                    z_flag_w = 1'b0;
                   cy_flag_w = 1'b1;
                 end
                 else begin
                    z_flag_w = 1'b1;
                 end                 
            end
            3'b111 : begin
              result[7:0]  = operand_1;
                if (operand_1 > operand_2)begin
                    cy_flag_w = 1'b0;
                    z_flag_w = 1'b0;
                 end
              else if(operand_2>operand_1)begin
                    cy_flag_w = 1'b1;
                    z_flag_w = 1'b0;
                 end
                 else begin
                    z_flag_w = 1'b1;
                 end  
            end
            3'b110 :begin 
              result[7:0] = operand_1 & operand_2;
              if(result[7:0] == 8'b00000000)begin
                    z_flag_w = 1'b1;
                end
            end
            default : result[7:0] = 8'b01001010;
        endcase
    end
  assign alu_out = result[7:0];
  assign cy_flag = cy_flag_w;
  assign z_flag = z_flag_w;
  assign sign_flag = sign_flag_w;
endmodule
$ cat ./run.sh
#!/bin/bash
# OpenROAD 26Q1-2900-gdf79404cd8, Yosys 0.63+post, stock flow scripts
make -C /OpenROAD-flow-scripts/flow DESIGN_CONFIG=/design/flow/config.mk WORK_HOME=/design/flow/orfs finish
==> impl_metrics.ini <==
; generated from flow reports
[worst_setup_path]
cp_data_required_time_ns = 4.32
start_kind = input port
timing.critical_path.to_type = primary output
path_max_fanout = 3
worstSetupPathType = input port to primary output
critPathArrivalTime_ns = 4.06

[power]
ir_worst_vdd_v = 0.0000348
p_seq_share_pct = 2.0
internal_power_w = 0.000101
p_clk_share_pct = 0
p_sw_w = 0.0000955
p_comb_share_pct = 98.0
p_per_area_nw_per_um2 = 109
power.total_w = 0.000196
switching_share_pct = 48.7
p_leak_nw = 0.808

[yosys]
avgSynthCellArea_um2 = 7.73
top_area_cell = ha_1
common_cells = inv_1, ha_1, nand2_1
area_leaders = ha_1, inv_1, xnor2_1
edf_count = 0
syn_inst = 184
synth_stat.cells = 184
synthFlopType = dlxtn_1
syn-cell-area_um2 = 1420
synth_flops = 3
async_reset_ff_share_pct = 0
yosysUniqueCellTypes = 50
ys_warn_count = 8
yosys-stat-area_um2 = 1420
synthMostInstantiatedCell = inv_1
synth_top_area_share_pct = 22.0

[sta]
setup_ws_ns = 0.256
slew-limit-headroom_pct = 49.6
untimed_endpoints = 6
fmax_ghz = 0.194
rsz0062_at_grt = false
finalSetupViolCount = 0
hold_viol = 0
final.min_clock_period_ns = 5.14
unclocked_pins = 3
fin_setup_tns_ns = 0
timing.final.crit_share_pct = 95.3
final_max_slew_viol_count = 0
tightest_slew_ns = 0.754

[global_route]
grt_max_degree = 22
antenna_found_initial = 0
grt_pass1_vias = 1238
overflow = 0
grt_pass1_wl_mm = 6.19
globalRouteTotalUtil_pct = 8.42

[routing]
drt_pass1_iterations = 4
via_per_inst = 4.82
drt_iter0_markers = 64
drc = 0
insertedDiodeCount = 0
wl_mm = 3.70
post_drt_wl_per_cell_um = 13.3
antenna_left = 0
via_count = 1339

[clock_tree]
cts_hold_buf = 0
post_cts_buffers = 0
post_cts_resized = 0

[floorplanning]
core_um2 = 5200
rows = 26
fp-utilization_pct = 27.3
die_w_um = 94
dieHeight_um = 94
fp.dieArea_um2 = 8840
io_pins = 31

[outcome]
status = finished clean

[placed_design]
routabilityCongestion = 0.856
dp_slack_ns = 0.208
hpwl_mm = 3.16
io_buffers = 31

[cells_and_area]
drive_above_1_share_pct = 7.69
area_growth_pct = 26.6
final_util_pct = 34.6

[run]
warnings = 48
maxCapViolCount = 0

[min_path]
worstHoldPathType = input port to primary output
[cells in the final DEF, fill, tap and decap left out, types with 2 or more instances in the layout]
master and instances:
a21o_1 2, a21oi_1 10, a31oi_1 4, clkdlybuf4s50_1 31, dlxtn_1 3, fa_1 2
ha_1 25, inv_1 26, mux2i_1 4, mux4_2 2, nand2_1 12, nand2b_1 3
nand3_1 3, nand4_1 2, nor2_1 10, nor3_1 7, nor4_1 2, o211a_1 2
o21a_1 3, o21ai_0 6, o21bai_1 3, o22ai_1 2, o311ai_0 2, o311ai_1 2
or3_1 2, xnor2_1 8, xor2_1 6
[worst max-delay path, cell delays in order]
cell	delay (ns)
clkdlybuf4s50_1	0.44
inv_1	0.10
ha_1	0.17
inv_1	0.06
fa_1	0.43
xnor2_1	0.19
or3_1	0.36
nand3_1	0.11
xor2_1	0.08
mux4_2	0.47
nand2_1	0.09
clkdlybuf4s50_1	0.48
[path summary, 6_finish.rpt]
path                  slack, ns         start          to  depth (start not counted)
worst min-delay path       3.33  operand_1[0]  alu_out[0]                          5
worst max-delay path       0.26  operand_1[0]  alu_out[3]                         12
[flip-flops by register name (all words and copies together) (netlist names)]
register / flops
cy_flag_w: 1
sign_flag_w: 1
z_flag_w: 1
[per-stage QoR]
stage          cell area [um2]  std cells  hold WS (ns)
2_1_floorplan             1420        184          2.27
3_3_place_gp              1790        278          3.34
3_5_place_dp              1790        278          3.34
4_1_cts                   1790        278          3.35
5_1_grt                   1800        278          3.41
6_report                  1800        278          3.33
[metal layers]
layer	wire, um	GRT usage (%)	vias to the layer above
met4	21	0.506	0
met1	1860	12.2	614
met2	1670	13.5	26
met3	154	1.05	2
met5	0	0	-
li1	-	-	697
[kinds of logic (layout without fill, tap and decap cells)]
| logic type | after synthesis | after routing | synth area share (%) |
|---|---|---|---|
| simple gates | 51 | 51 | 20.8 |
| latches | 3 | 3 | 3.17 |
| compound gates | 46 | 46 | 25.2 |
| fa+ha+maj | 27 | 27 | 24.8 |
| buf+inv | 35 | 59 | 9.67 |
| xor+xnor | 15 | 15 | 9.24 |
| mux | 7 | 7 | 7.04 |
[power by group through the flow]
stage	clock, W	sequential (W)	combinational (W)
CTS	0	0.00000391	0.000192
global route	0	0.00000406	0.000214
finish	0	0.00000392	0.000192
[layout make-up]
cell class	count	area, um2
fillers	555	3400
well taps	70	87.6
flip-flops and latches	3	45.0
inverters	27	101
repair buffers	32	318
multi-input cells	146	1250
