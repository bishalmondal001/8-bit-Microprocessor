[/design/flow/design.v]
module data_mem(input [7:0] ip,
                input [3:0] w_add,
                input rw,
                input [3:0] r_add,
                input clk,
                input reset,
                output reg [7:0] op);
reg [7:0] mem [15:0];
always @(negedge clk) begin
    if(reset==1)begin
        mem[0]=0;
    end
    else begin
        if(!rw)begin
            mem[w_add]=ip;
        end  
        else begin
            op=mem[r_add];
        end
    end
end
endmodule
[/design/flow/run.sh]
#!/bin/bash
# OpenROAD 26Q1-2900-gdf79404cd8, Yosys 0.63+post, stock flow scripts
make -C /OpenROAD-flow-scripts/flow DESIGN_CONFIG=/design/flow/config.mk WORK_HOME=/design/flow/orfs finish
[/design/flow/config.mk]
export PLATFORM = sky130hd
export DESIGN_NAME = data_mem
export DESIGN_NICKNAME = data_mem
export VERILOG_FILES = /design/flow/design.v
export SDC_FILE = /design/flow/constraint.sdc
export NUM_CORES = 4
export LEC_CHECK = 1
export CORE_UTILIZATION = 50
[/design/flow/constraint.sdc]
current_design data_mem

set clk_period 3.6
set clk_io_pct 0.2

create_clock -name clk0 -period $clk_period [get_ports {clk}]

set non_clock_inputs [all_inputs -no_clocks]
set_input_delay [expr $clk_period * $clk_io_pct] -clock clk0 $non_clock_inputs
set_output_delay [expr $clk_period * $clk_io_pct] -clock clk0 [all_outputs]
==> commit_impl_results.txt <==
Store results of the implementation flow

* 1st-pass router iterations: 5
- Initial antenna violation count: 0
* Die ar.: 11400 sq um
* Post-route insts no fill: 769
* Design Power: 4.31 mW
* Initial DRC Count: 237
* Reported leakage power: 3.44 nW
- Final tally of max-slew violations: 0
- Share of flip-flops with an asynchronous set or reset after synthesis: 0%
* Worst path setup slack after routing: 28.0 ps
* Number of placed instances, taps included: 584
* Skew final: 16.4 ps
* Worst endpoint required time: roughly 2000 ps
- According to the floorplan log, the row count is 37.
* Stage delay of the slowest cell on the critical path: 420 ps
* Result of the run: completed
- The tree built by TritonCTS fans out to 136 sinks.
- The mapped netlist covers 5510 sq um.
- The final weighted congestion recorded by global placement is 0.925.
* Yosys reg bits: roughly 140
- Inserted Clock Buffers: 17
- In this run the tool buffered the top-level ports with 26 buffer cells.
* Chip area line of the yosys report: roughly 5500 sq um
- The timing report gives the worst reg2reg path a setup slack of 2000 ps.
- CTS reports a maximum clock tree buffer depth of 2.
- Recorded from the global router log, the overflow total was 0.
* Fp util: a little over half
- Hold-check failures listed in the final report amount to 0.
- Summed over all nets, the half-perimeter wirelength after detailed placement is 9.42 mm.
- The cell type that accounts for the most area after synthesis is edfxtp_1.
* Clock tree from TritonCTS: done
- Per the STA report, the cell with the highest stage delay on the worst path is a221oi_1.
- The region available for standard cell placement spans between 10000 and 15000 sq um.
- Setup repair after global routing could not meet its margin everywhere.
- On the critical path the data arrives at 2010 ps.
- The gate-level netlist out of Yosys references 44 unique cell types.
- Per the post-place timing report, worst setup slack is -1010 ps.
* Commonest cells in the netlist: 128 x edfxtp_1, 37 x nor2_1, 18 x mux2i_1
- The worst setup path is launched from an input port.
- Post-synthesis cell count from yosys: 367
- The worst setup path is captured at a flop.
- The report shows a maximum critical-path fanout of 8.
- Synth Seq Share: 72.6%
- The kind of cell with the highest combined delay along the critical path is AND-OR/OR-AND gates.
- Critical path class: input port to flop
* Number of maximum-capacitance constraint violations: 0
- Measured along the y axis, the die boundary spans between 100 and 150 um.
- The pin closest to its max-slew limit shows a slew of 445 ps.
- Late-Pin Clk Latency: 510 ps
* Per-cell routed wire length: between 15 and 20 um
- Synth area leaders: edfxtp_1 70%, mux2i_1 3.3%, dfxtp_1 2.9%, nor2_1 2.5%, a22oi_1 1.9%
- Each instance of the synthesized netlist takes up on average 15.0 sq um.
- The flow reported a cell area power density of 531 nW/um^2.
- By instance count, the leading cell after synthesis is edfxtp_1.
- Maximum ir drop on the vdd rail: 0.000497 V
- The tightest hold path in the finished design has a slack of approximately 500 ps.
- DRC Markers: 0
- In the final layout, the share of cells above drive strength 1 is 29.2%.
- Syn-to-layout area delta: 47.2%
* Via count of the first global-routing pass: 4623
- Dominant flop cell: edfxtp_1
- Number of flops mapped to enable cells by yosys: ~130
* First-pass GRT wire length: about 23 mm
- In the post-route report, total wirelength is listed as 14.9 mm.
* Gate Count Post-Synth: 367
- Fill cells: 589
- The H-tree was split into 4 levels.
- The detailed router placed 4164 vias in this run.
- Cells along the critical path: buf_2 -> buf_12 -> buf_4 -> inv_1 -> a221oi_1 -> a211oi_1 -> nor4_1 -> a21oi_1
* Tightest slew margin relative to the limit: 70.3%
* Buffer-and-inverter tally for the worst setup path: 4
- The tool warning count for the run is 164.
* Worst min-delay path class: flop to flop
- The root buffer cell chosen for the clock tree is clkbuf_8.
* Tally of yosys warning messages: 2
- Die Wd: 107 um
- Final core utilization: 77.2%
- For this design the top-level I/O count stands at 27.
* Number of hold-repair buffers added at the cts stage: 0
- The count of nets left with antenna violations once routing finished came out at 0.
- Entering global routing, the biggest net connects 17 pins.
- Clock input transition at the sequential cells of the worst setup and hold paths: 40 ps
* Detailed-route vias per instance: roughly 5.4
- Global routing consumed, over all layers together, a little under a third of the routing resources.
- Proportion of netlist area held by the largest area contributor: 69.7%
* Setup-failing EPs final: 0
- Ant. Diodes: 0
-- logic make-up (layout without fill, tap and decap cells) --
| group | count (synthesis) | in the layout | synth area share [%] |
|---|---|---|---|
| buf+inv | 27 | 293 | 2.84 |
| mux | 21 | 21 | 4.09 |
| compound gates | 82 | 82 | 10.9 |
| flops | 136 | 136 | 72.6 |
| simple gates | 101 | 101 | 9.51 |
-- tightest hold or removal path, stage by stage, from the launching register on --
cell     delay [ps]
dfxtp_1         330
mux2i_1          70
nor2_1           70
-- state kept, by name, indices dropped and copies added (netlist names) --
register and flops:
mem 128, op 8
-- worst paths after layout --
path	startpoint	end	depth (start not counted)
worst min-delay path	mem[0][1]$_SDFFE_NP0P_	mem[0][1]$_SDFFE_NP0P_	2
worst max-delay path	r_add[3]	op[5]$_DFFE_NP_	8
worst max register to register	mem[7][1]$_DFFE_NP_	op[1]$_DFFE_NP_	5
worst min register to register	mem[0][1]$_SDFFE_NP0P_	mem[0][1]$_SDFFE_NP0P_	2
-- per-layer routing --
metal  wire length, um  track usage [%]  part of all wire [%]
met1              5920             44.4                    40
met2              6630             40.6                    44
met3              1970             21.3                    13
met4               399             11.9                   2.7
met5                 0                0                     0
-- final cells by class --
class                           instances  area [sq um]  share of cell area, %
Timing Repair Buffer                  118          1250                   15.4
Clock inverter                        150           649                   8.00
Tap cell                              136           170                   2.10
Multi-Input combinational cell        204          1600                   19.7
Inverter                                8          30.0                  0.370
Sequential cell                       136          4000                   49.4
Clock buffer                           17           414                   5.10
-- repair_timing --
item                                   in CTS  in global routing
setup endpoints to repair                  77                 99
gates cloned                                2                  1
buffers inserted                           14                  4
pin swaps                                  17                 15
endpoints found under the hold margin       0                  0
resized                                    65                 29
-- where the power goes --
| part | switching, mW | internal, mW | total [mW] |
|---|---|---|---|
| sequential | 0.00676 | 1.77 | 1.77 |
| clock | 1.09 | 1.13 | 2.22 |
| combinational | 0.167 | 0.151 | 0.318 |
| total | 1.26 | 3.05 | 4.31 |
-- cells in the final DEF (no fill, tap or decap), types with 6 or more instances in the layout --
cell type	instances
inv_1	143
edfxtp_1	128
buf_4	60
nor2_1	22
buf_12	20
mux2i_1	17
clkbuf_16	17
nor2_2	14
nand3_1	12
nand2_1	12
a21oi_1	11
nor2b_1	10
a22o_1	10
a22oi_1	8
clkdlybuf4s50_1	8
dfxtp_1	8
o21ai_0	7
buf_6	7
a22oi_2	6
-- metrics by stage --
| step | setup TNS (ps) | cell area (sq um) |
|---|---|---|
| 6_report | 0 | 8110 |
| 5_1_grt | -15.3 | 8110 |
| 4_1_cts | -153 | 8030 |
| 3_5_place_dp | -73270 | 6710 |
| 3_3_place_gp | -70410 | 6710 |
| 2_1_floorplan | -4150 | 5620 |
No activity file was given, so power comes from the tool's default toggle rates.
